==> flow/design.v <==
module DMA (
    input logic clk,
    input logic rst,
    input logic [31:0] DMA_SlaveWrite_addr,
    input logic [31:0] DMA_SlaveWrite_data,
    input logic slave_write,
    input logic WFI_pc_en,
    input logic read_ready,
    input logic write_ready,
    output logic [31:0] DMASRC_addr,
    output logic [31:0] DMADST_addr,
    output logic master_read,
    output logic master_write,
    input logic [31:0] read_data,
    output logic [3:0] burst_LEN,
    output logic [31:0] write_data,
    input logic read_complete,
    input logic read_valid,
    input logic write_valid,
    input logic write_complete,
    output logic interrupt
);
    assign burst_LEN = 4'd15;
    logic fifo_empty, fifo_full;
    logic DMAEN;
    logic [31:0] DMASRC, DMADST, DMALEN;
    always_ff @(posedge clk or posedge rst) begin
        if (rst) begin
            DMAEN  <= 1'b0;
            DMASRC <= 32'd0;
            DMADST <= 32'd0;
            DMALEN <= 32'd0;
        end else if (interrupt) begin
            DMAEN  <= 1'b0;
            DMASRC <= 32'd0;
            DMADST <= 32'd0;
            DMALEN <= 32'd0;
        end else if (slave_write) begin
            case (DMA_SlaveWrite_addr)
                32'h10020100:  DMAEN  <= DMA_SlaveWrite_data[0];
                32'h10020200: DMASRC <= DMA_SlaveWrite_data;
                32'h10020300: DMADST <= DMA_SlaveWrite_data;
                32'h10020400: DMALEN <= DMA_SlaveWrite_data;
                default: ;
            endcase
        end
    end
    DMA_controller controller (
        .clk(clk),
        .rst(rst),
        .DMAEN(DMAEN),
        .DMASRC(DMASRC),
        .DMADST(DMADST),
        .DMALEN(DMALEN),
        .WFI_pc_en(WFI_pc_en),
        .read_ready(read_ready),
        .write_ready(write_ready),
        .fifo_full(fifo_full),
        .fifo_empty(fifo_empty),
        .DMASRC_addr(DMASRC_addr),
        .DMADST_addr(DMADST_addr),
        .master_read(master_read),
        .master_write(master_write),
        .read_complete(read_complete),
        .write_complete(write_complete),
        .interrupt(interrupt)
    );
    SYNC_FIFO #(
        .DATA_WIDTH(32),
        .FIFO_DEPTH(16)
    ) fifo (
        .clk(clk),
        .rst(rst),
        .wpush(read_valid),
        .wdata(read_data),
        .rpop(write_valid),
        .rdata(write_data),
        .wfull(fifo_full),
        .rempty(fifo_empty)
    );
endmodule
module DMA_controller(
    input  logic clk,
    input  logic rst,
    input  logic DMAEN,
    input  logic [31:0] DMASRC,
    input  logic [31:0] DMADST,
    input  logic [31:0] DMALEN,
    input  logic WFI_pc_en,
    input  logic read_ready,
    input  logic write_ready,
    input  logic fifo_full,
    input  logic fifo_empty,
    output logic [31:0] DMASRC_addr,
    output logic [31:0] DMADST_addr,
    output logic master_read,
    output logic master_write,
    input  logic read_complete,
    input  logic write_complete,
    output logic interrupt
);
    logic [31:0] current_addr;
    logic [31:0] end_address;
    assign end_address = DMADST + (DMALEN << 2);
    assign DMASRC_addr = current_addr + DMASRC;
    assign DMADST_addr = current_addr + DMADST;
    typedef enum logic [2:0] {
        IDLE  = 3'b000,
        READ  = 3'b010,
        WAIT  = 3'b110,
        WRITE = 3'b100,
        RET   = 3'b101,
        DONE  = 3'b111
    } state_t;
    state_t state, nstate;
    always_ff @(posedge clk or posedge rst) begin
        if (rst)
            state <= IDLE;
        else
            state <= nstate;
    end
    always_comb begin
        nstate = state;
        case (state)
            IDLE: if (DMAEN && WFI_pc_en) nstate = READ;
            READ: if (read_complete || fifo_full) nstate = WAIT;
            WAIT: if (write_ready) nstate = WRITE;
            WRITE: if (write_complete || fifo_empty) nstate = RET;
            RET: if ((current_addr + 32'd64) < DMALEN) nstate = READ; else nstate = DONE;
            DONE: if (!(DMAEN && WFI_pc_en)) nstate = IDLE;
            default: nstate = IDLE;
        endcase
    end
    always_ff @(posedge clk or posedge rst) begin
        if (rst)
            current_addr <= 32'b0;
        else begin
            case (state)
                IDLE: current_addr <= 32'b0;
                RET: current_addr <= current_addr + 32'd64;
                default: current_addr <= current_addr;
            endcase
        end
    end
    always_comb begin
        master_read  = 1'b0;
        master_write = 1'b0;
        interrupt    = 1'b0;
        case (state)
            IDLE: interrupt = 1'b0;
            READ: master_read = 1'b1;
            WAIT: master_write = 1'b1;
            WRITE: master_write = 1'b1;
            RET: ;
            DONE: interrupt = 1'b1;  
            default: ;
        endcase
    end
endmodule
module SYNC_FIFO #(
    parameter DATA_WIDTH = 32,
    parameter FIFO_DEPTH = 16
)(
    input logic clk,
    input logic rst,
    input logic wpush,
    input logic [DATA_WIDTH-1:0] wdata,
    output logic wfull,
    input logic rpop,
    output logic [DATA_WIDTH-1:0] rdata,
    output logic rempty
);
    logic [$clog2(FIFO_DEPTH):0] data_count;
    logic [$clog2(FIFO_DEPTH)-1:0] wr_ptr, rd_ptr;
    logic [DATA_WIDTH-1:0] FIFO [0:FIFO_DEPTH-1];
    always_ff @(posedge clk or posedge rst) begin
        if (rst) begin
            wr_ptr <= 4'b0;
        end else if (wpush && !wfull) begin
            FIFO[wr_ptr] <= wdata;
            wr_ptr <= (wr_ptr == FIFO_DEPTH - 32'b1) ? 4'b0 : wr_ptr + 4'd1;
        end
    end
    always_ff @(posedge clk or posedge rst) begin
        if (rst) begin
            rd_ptr <= 4'b0;
            rdata  <= {DATA_WIDTH{1'b0}};
        end else if (rpop && !rempty) begin
            rdata <= FIFO[rd_ptr];
            rd_ptr <= (rd_ptr == FIFO_DEPTH - 32'b1) ? 4'b0 : rd_ptr + 4'd1;
        end
    end
    always_ff @(posedge clk or posedge rst) begin
        if (rst) begin
            data_count <= 5'b0;
        end else begin
            case ({wpush, rpop})
                2'b10: data_count <= data_count + 5'd1;
                2'b01: data_count <= data_count - 5'd1;
                default: data_count <= data_count;
            endcase
        end
    end
    assign wfull  = (data_count == FIFO_DEPTH);
    assign rempty = (data_count == 5'b0);
endmodule
==> flow/run.sh <==
#!/bin/bash
# OpenROAD 26Q1-2900-gdf79404cd8, Yosys 0.63+post, stock flow scripts
make -C /OpenROAD-flow-scripts/flow DESIGN_CONFIG=/design/flow/config.mk WORK_HOME=/design/flow/orfs finish
==> flow/config.mk <==
export PLATFORM = sky130hd
export DESIGN_NAME = DMA
export DESIGN_NICKNAME = DMA
export VERILOG_FILES = /design/flow/design.v
export SDC_FILE = /design/flow/constraint.sdc
export NUM_CORES = 4
export LEC_CHECK = 1
export CORE_UTILIZATION = 50
==> flow/constraint.sdc <==
current_design DMA

set clk_period 7.7
set clk_io_pct 0.2

create_clock -name clk0 -period $clk_period [get_ports {clk}]

set non_clock_inputs [all_inputs -no_clocks]
set_input_delay [expr $clk_period * $clk_io_pct] -clock clk0 $non_clock_inputs
set_output_delay [expr $clk_period * $clk_io_pct] -clock clk0 [all_outputs]
==> results.txt <==
Results of an implementation run.

The cell-internal power is 7.02 mW. The longest individual stage delay on the worst path is 0.57 ns. The fraction of power consumed by combinational cells is 0.238. Once synthesis finished, the tally of register bits stood at 686. The top cell types in the final layout, fill and taps aside, are sky130_fd_sc_hd__edfxtp_1 (512), sky130_fd_sc_hd__nand2_1 (274), sky130_fd_sc_hd__clkdlybuf4s50_1 (203). The number of instances on the worst hold path is 1. The number of distinct standard cells referenced by the synthesized netlist is roughly 75.

The prevailing post-synth register cell is sky130_fd_sc_hd__edfxtp_1. The worst endpoint required time is approximately 6.2 ns. The design draws 10.1 mW. The class of the tightest hold or removal check is flip-flop to flip-flop. For the worst-skew pair, the clock arrives at the later sink with an insertion delay of 0.60 ns.

From the final report, the count of setup violators was given as 0. Warnings raised by the tools during the run amount to 32. The post-cts repair resize count is 0.

The number of warning messages in the yosys log is 4. Per the OpenROAD floorplan log, the area of the core is 0.0589 mm^2. For the worst min-delay path, the startpoint reported by OpenROAD is DMAEN. The flow ran to the end, and the final reports show no timing, DRC or antenna violations. The cell leakage power is 12.8 nW. The area taken by sequential standard cells is reported as 0.0197 mm^2. In this run the full chip footprint comes out at 0.0605 mm^2. Summing every instance area after synthesis gives ~0.030 mm^2.

The longest clock path from root to sink contains 3 buffers. As logged by OpenROAD, the buffers inserted on ports number 203. The time the final worst path needs with I/O delays and setup is 5.47 ns. The initial antenna violation count is 2. The headroom to the max-slew limit is 0.304. The origin of the critical flop-to-flop path is controller.current_addr[6]. The clock net in this run drives a total of just under 700 sinks. Static timing analysis puts the maximum clock frequency at 183 MHz. In this run, CTS created clock tree buffers numbering a little over 70. The timing report shows that the slowest cell on the worst path is sky130_fd_sc_hd__dfrtp_1. The worst setup path is launched from a flip-flop. Buffers inserted to repair hold after CTS numbered 0. The ratio of final minimum period to clock period is 0.710.

Looking at the max-slew report, the worst-margin pin has a slew of about 1.0 ns. The share of total power dissipated in the clock network is 0.324. The cell family contributing the most delay on the critical path is AND-OR/OR-AND gates.

The clock input transition at the sequential cells of the worst setup and hold paths is about 0.060 ns. The DRC violation total left in the routed layout is recorded as 0. The worst reg2reg path depth is 13. Setup repair after global routing left no endpoint under its margin.

The synthesis report gives the async set-or-reset register share as 0.254. The cell at the root of the clock tree is sky130_fd_sc_hd__clkbuf_16. The violation tally from detailed-route iteration zero is 1124. The synthesis-to-finish area growth is 17.4%. Per the post-synthesis stats, the area per cell is 13.0 um^2. The leftover overflow at the end of global routing is 0. The top fanout value on the critical path is 8. The power density over the cells is 289 mW/mm^2. In this run the power spent charging and discharging nets is about 3 mW. The vertical die dimension is 246 um. The pin count of the biggest net entering global routing is 82. Walking the worst path, the cells encountered are ha_1 > a2111oi_0 > o211ai_1 > a31oi_2 > o2111ai_1 > a311oi_2 > o21ai_1 > xor2_1 > clkdlybuf4s50_1. Counting pins that exceed their max-slew limit in the final report gives 0. The end point of the worst hold path is controller.state[0].

Total global-route track usage over all layers is 0.294. The floorplan has 89 rows. The worst voltage drop across the vdd grid is 0.000225 V. The count of fill cells added during filler insertion is 4463. Per the detail_route report, the via count comes to between 15000 and 20000. After routing the design area is 0.0349 mm^2. The max capacitance violation total is 0. The yosys stat cell total is 2290. The sort of element at the end of the critical path is an output pin. The arrival time at the worst endpoint is 3.93 ns. The top-level I/O count is 209. For the final database, setup skew stands at around 0.017 ns. The yosys synthesis chip area is 0.0298 mm^2. Counting endpoints that fail hold in the final report gives 0. The count of H-tree levels built during CTS is 3.

Switching power as a fraction of the total was reported as 0.304. Per the gpl log, the routability congestion estimate is 0.898. The count of library flops with an enable pin is 512. Summed over all failing endpoints, the final setup total negative slack is 0 ns.

Once the clock tree was built, the setup fixing pass inserted 0 buffers. Leaving out buffers and inverters, the combinational logic in the layout accounts for 0.00935 mm^2. The start-to-end type of the worst setup path is flip-flop to output pin. The share of the Yosys chip area taken by registers is 0.663. The share of total power dissipated in sequential elements is 0.437. The worst flop-to-flop path endpoint is controller.state[2]. After legalization and detailed placement, the total HPWL measured 48400 um. In the final routed layout, each cell accounts on average for between 20 and 25 um.

For this configuration, the core starts out at a cell density of 0.505. Summing all placed instances gives a cell area of 0.0327 mm^2. The buffers plus inverters on the worst setup path is 1. The via count of the first global-routing pass was ~20000. Synthesis produced a netlist whose cell count is 2290. The final wirelength is 79800 um.

The first-pass detailed-route iteration total is 6. TritonCTS built the clock tree. The most instantiated logic cell after routing is sky130_fd_sc_hd__edfxtp_1. The layout summary lists the proportion of cells stronger than drive strength 1 as 0.0836. Setup slack on the worst reg-to-reg path comes out at between 3 and 4 ns. The horizontal die dimension is 246 um.

The detail route stage leaves a number of antenna-violating nets equal to 0. After detailed routing, the number of vias per cell comes to around 5.9. The first global-routing pass estimated 120000 um of wire.
==> cell usage after synthesis (12+ instances only) <==
library cell | n | area share
sky130_fd_sc_hd__a211oi_1 | 13 | 0.0033
sky130_fd_sc_hd__a21o_1 | 27 | 0.0068
sky130_fd_sc_hd__a21oi_1 | 163 | 0.027
sky130_fd_sc_hd__a221o_1 | 14 | 0.0047
sky130_fd_sc_hd__a221oi_1 | 37 | 0.011
sky130_fd_sc_hd__a222oi_1 | 21 | 0.0071
sky130_fd_sc_hd__a22o_1 | 35 | 0.010
sky130_fd_sc_hd__a22oi_1 | 67 | 0.017
sky130_fd_sc_hd__a31oi_1 | 15 | 0.0032
sky130_fd_sc_hd__and2_1 | 14 | 0.0029
sky130_fd_sc_hd__buf_2 | 32 | 0.0054
sky130_fd_sc_hd__buf_4 | 15 | 0.0038
sky130_fd_sc_hd__clkbuf_1 | 94 | 0.012
sky130_fd_sc_hd__dfrtp_1 | 173 | 0.15
sky130_fd_sc_hd__edfxtp_1 | 512 | 0.52
sky130_fd_sc_hd__ha_1 | 89 | 0.037
sky130_fd_sc_hd__inv_1 | 49 | 0.0062
sky130_fd_sc_hd__mux2_2 | 14 | 0.0053
sky130_fd_sc_hd__mux2i_1 | 62 | 0.021
sky130_fd_sc_hd__nand2_1 | 274 | 0.035
sky130_fd_sc_hd__nand3_1 | 38 | 0.0064
sky130_fd_sc_hd__nand4_1 | 28 | 0.0059
sky130_fd_sc_hd__nor2_1 | 130 | 0.016
sky130_fd_sc_hd__nor2b_1 | 15 | 0.0032
sky130_fd_sc_hd__nor3_1 | 22 | 0.0037
sky130_fd_sc_hd__o21ai_0 | 55 | 0.0093
sky130_fd_sc_hd__o21ai_1 | 52 | 0.0087
sky130_fd_sc_hd__o22ai_1 | 12 | 0.0025
sky130_fd_sc_hd__o31ai_1 | 12 | 0.0030
sky130_fd_sc_hd__xnor2_1 | 38 | 0.011
sky130_fd_sc_hd__xor2_1 | 39 | 0.011
==> power groups by stage <==
stage	combinational [mW]	clock [mW]	sequential, mW
finish	2.40	3.27	4.41
global route	2.63	3.47	4.44
CTS	2.42	3.33	4.41
==> through the flow <==
step / cells / setup slack (ns) / hold WS [ns] / util
floorplan: 2293 / 1.44 / 0.423 / -
global placement: 3180 / 2.82 / 0.441 / 0.555
detailed placement: 3180 / 2.79 / 0.457 / 0.555
CTS: 3310 / 2.15 / 0.466 / 0.593
global route: 3311 / 1.89 / 0.499 / 0.593
finish: 3311 / 2.23 / 0.467 / 0.593
==> cell type report <==
type | count | area share
sequential | 686 | 0.565
multi-input combinational | 1413 | 0.268
timing repair buffer | 257 | 0.0698
clock buffer | 101 | 0.0564
tap | 773 | 0.0277
clock inverter | 29 | 0.00738
inverter | 51 | 0.00570
antenna | 1 | 0.0000717
==> registers in the layout, summed over array words and instances (netlist names) <==
| name | flops |
|---|---|
| controller.current_addr | 26 |
| DMAEN | 1 |
| fifo.data_count | 5 |
| fifo.FIFO | 512 |
| fifo.wr_ptr | 4 |
| DMASRC | 32 |
| DMALEN | 32 |
| fifo.rd_ptr | 4 |
| DMADST | 32 |
| fifo.rdata | 32 |
| controller.state | 6 |
==> kinds of logic after synthesis <==
family | after synthesis | synth area share
other cells | 1 | 0.000126
compound gates | 585 | 0.133
flops | 686 | 0.663
buf+inv | 194 | 0.0277
mux | 86 | 0.0311
simple gates | 571 | 0.0847
fa+ha+maj | 90 | 0.0381
xor+xnor | 77 | 0.0227
==> how the worst max path moves through the flow <==
stage | cells after the start | startpoint | endpoint
final | 9 | controller.current_addr[12] | DMASRC_addr[30]
after CTS | 9 | controller.current_addr[12] | DMASRC_addr[30]
after global routing | 9 | controller.current_addr[12] | DMASRC_addr[30]
==> worst reg2reg max path: stages (launching register included) <==
cell and delay (ns):
sky130_fd_sc_hd__dfrtp_1 0.48, sky130_fd_sc_hd__ha_1 0.32, sky130_fd_sc_hd__nand2_1 0.12, sky130_fd_sc_hd__nor2_1 0.38, sky130_fd_sc_hd__nand4_1 0.39, sky130_fd_sc_hd__nor2_1 0.46, sky130_fd_sc_hd__and4_1 0.30, sky130_fd_sc_hd__xor2_1 0.08
sky130_fd_sc_hd__ha_1 0.28, sky130_fd_sc_hd__nand4_1 0.16, sky130_fd_sc_hd__or4_1 0.57, sky130_fd_sc_hd__nor3_1 0.22, sky130_fd_sc_hd__a211oi_1 0.17, sky130_fd_sc_hd__a221o_1 0.37
==> routing by layer <==
| layer | track usage | part of all wire |
|---|---|---|
| met1 | 0.411 | 0.38 |
| met2 | 0.443 | 0.48 |
| met3 | 0.144 | 0.11 |
| met4 | 0.0712 | 0.029 |
| met5 | 0.00327 | 0.00021 |
Power is estimated from default activity; no workload was simulated.
