**./config.mk**
```make
export PLATFORM = sky130hd
export DESIGN_NAME = CSR
export DESIGN_NICKNAME = CSR
export VERILOG_FILES = /design/flow/design.v
export SDC_FILE = /design/flow/constraint.sdc
export NUM_CORES = 4
export LEC_CHECK = 1
export CORE_UTILIZATION = 50
```
**./constraint.sdc**
```tcl
current_design CSR

set clk_period 13.6
set clk_io_pct 0.2

create_clock -name clk0 -period $clk_period [get_ports {clk}]

set non_clock_inputs [all_inputs -no_clocks]
set_input_delay [expr $clk_period * $clk_io_pct] -clock clk0 $non_clock_inputs
set_output_delay [expr $clk_period * $clk_io_pct] -clock clk0 [all_outputs]
```
**./design.v**
```verilog
module CSR (
    input logic clk, rst,
    input logic [31:0] pc_c,               
    input logic [31:0] pc_E,               
    input logic [31:0] rs1_data,           
    input logic [31:0] inst,
    input logic stall, AXI_stall,
    input logic MEIP_en, MEIP_end,         
    input logic MTIP_en, MTIP_end,         
    input logic WFI_in,                    
    output logic [31:0] csr_data,
    output logic [31:0] pc_CSR,            
    output logic mie_out, mtie_out, meie_out
);
localparam MSTATUS = 12'h300;
localparam MIE     = 12'h304;
localparam MIP     = 12'h344;
localparam MTVEC   = 12'h305;
localparam MEPC    = 12'h341;
localparam RDINSTRET  = 12'hc02;
localparam RDINSTRETH = 12'hc82;
localparam RDCYCLE    = 12'hc00;
localparam RDCYCLEH   = 12'hc80;
localparam CSRRW  = 3'b001;
localparam CSRRS  = 3'b010;
localparam CSRRC  = 3'b011;
localparam CSRRWI = 3'b101;
localparam CSRRSI = 3'b110;
localparam CSRRCI = 3'b111;
logic [63:0] csr_inst, csr_cycle;
logic [31:0] mstatus_r, mie_r, mip_r, mtvec_r, mepc_r;
logic [11:0] csr_imm;
logic [4:0] rs1;
logic [31:0] uimm;
logic [2:0] func3;
logic [4:0] rd;
logic [6:0] op;
logic csr_func3, csr_en;
assign csr_imm = inst[31:20];
assign rs1 = inst[19:15];
assign uimm = {27'b0, rs1};
assign func3 = inst[14:12];
assign rd = inst[11:7];
assign op = inst[6:0];
assign csr_func3 = (func3 != 3'b000 && func3 != 3'b100);
assign csr_en = (csr_func3 && (op == 7'b1110011));
assign mie_out = mstatus_r[3];
assign mtie_out = mie_r[7];
assign meie_out = mie_r[11];
always_comb begin
    if (rd != 5'b0) begin
        case (csr_imm)
            RDINSTRET:  csr_data = csr_inst[31:0];
            RDINSTRETH: csr_data = csr_inst[63:32];
            RDCYCLE:    csr_data = csr_cycle[31:0];
            RDCYCLEH:   csr_data = csr_cycle[63:32];
            MSTATUS:    csr_data = mstatus_r;
            MIE:        csr_data = mie_r;
            MIP:        csr_data = mip_r;
            MTVEC:      csr_data = mtvec_r;
            MEPC:       csr_data = mepc_r;
            default:    csr_data = 32'b0;
        endcase
    end else begin
        csr_data = 32'b0;
    end
end
assign mtvec_r = 32'h0001_0000;    
assign mip_r = {20'b0, MEIP_en, 3'b0, MTIP_en, 7'b0};
always_ff @(posedge clk or posedge rst) begin
    if (rst) begin
        mstatus_r <= 32'b0;
        mie_r <= 32'b0;
        mepc_r <= 32'b0;
    end else if (AXI_stall) begin
        mstatus_r <= mstatus_r;
        mie_r <= mie_r;
        mepc_r <= mepc_r;
    end else begin
        if (csr_en) begin
            case (csr_imm)
                MSTATUS: mstatus_r <= csr_write_logic_A(mstatus_r, rs1_data, uimm, func3, rs1);
                MIE:     mie_r <= csr_write_logic_A(mie_r, rs1_data, uimm, func3, rs1);
                MEPC:    mepc_r <= csr_write_logic_B(mepc_r, rs1_data, uimm, func3, rs1);
            endcase
        end else begin
            if (MEIP_en || MTIP_en) begin
                mstatus_r[7] <= mstatus_r[3];
                mstatus_r[12:11] <= 2'b11;
                mstatus_r[3] <= 1'b0;
                mepc_r <= WFI_in ? pc_c - 32'd4 : pc_E;
            end else if (MEIP_end || MTIP_end) begin
                mstatus_r[3] <= mstatus_r[7];
                mstatus_r[7] <= 1'b1;
                mepc_r <= 32'b0;
            end
            else begin
                    mstatus_r <= mstatus_r;
                    mepc_r <= mepc_r;
                end
        end
    end
end
always_comb begin
    if (MEIP_en || MTIP_en)
        pc_CSR = mtvec_r;
    else if (MEIP_end || MTIP_end)
        pc_CSR = mepc_r;
    else
        pc_CSR = 32'b0;
end
always_ff @(posedge clk or posedge rst) begin : CSR_instrets
        if (rst) begin 
            csr_inst <= 64'b0;   
        end 
        else if (csr_cycle == 64'd1) begin
            csr_inst <= 64'd1;    
        end
        else if (pc_E != 32'b0 && ~AXI_stall)
            csr_inst <= csr_inst + 64'b1;        
    end
always_ff @(posedge clk or posedge rst) begin
    if (rst)
        csr_cycle <= 64'b0;
    else
        csr_cycle <= csr_cycle + 64'd1;
end
function automatic logic [31:0] csr_write_logic_A (
    input logic [31:0] csr, rs1_data, uimm,
    input logic [2:0] func3,
    input logic [4:0] rs1
);
    case (func3)
        CSRRW:  csr_write_logic_A = (rs1 == 5'b0) ? 32'b0 : {19'b0,rs1_data[12:11],3'b0,rs1_data[7],3'b0,rs1_data[3],3'b0};
        CSRRS:  csr_write_logic_A = (rs1 == 5'b0) ? 32'b0 : csr | {19'b0,rs1_data[12:11],3'b0,rs1_data[7],3'b0,rs1_data[3],3'b0};
        CSRRC:  csr_write_logic_A = (rs1 == 5'b0) ? 32'b0 : csr & ~{19'b0,rs1_data[12:11],3'b0,rs1_data[7],3'b0,rs1_data[3],3'b0};
        CSRRWI: csr_write_logic_A = (rs1 == 5'b0) ? 32'b0 : {19'b0,uimm[12:11],3'b0,uimm[7],3'b0,uimm[3],3'b0};
        CSRRSI: csr_write_logic_A = (rs1 == 5'b0) ? 32'b0 : csr | {19'b0,uimm[12:11],3'b0,uimm[7],3'b0,uimm[3],3'b0};
        CSRRCI: csr_write_logic_A = (rs1 == 5'b0) ? 32'b0 : csr & ~{19'b0,uimm[12:11],3'b0,uimm[7],3'b0,uimm[3],3'b0};
        default: csr_write_logic_A = 32'b0;
    endcase
endfunction
function automatic logic [31:0] csr_write_logic_B (
    input logic [31:0] csr, rs1_data, uimm,
    input logic [2:0] func3,
    input logic [4:0] rs1
);
    case (func3)
        CSRRW:  csr_write_logic_B = (rs1 == 5'b0) ? 32'b0 : rs1_data;
        CSRRS:  csr_write_logic_B = (rs1 == 5'b0) ? 32'b0 : csr | rs1_data;
        CSRRC:  csr_write_logic_B = (rs1 == 5'b0) ? 32'b0 : csr & ~ rs1_data;
        CSRRWI: csr_write_logic_B = (rs1 == 5'b0) ? 32'b0 : uimm;
        CSRRSI: csr_write_logic_B = (rs1 == 5'b0) ? 32'b0 : csr | uimm;
        CSRRCI: csr_write_logic_B = (rs1 == 5'b0) ? 32'b0 : csr & ~ uimm;
        default: csr_write_logic_B = 32'b0;
    endcase
endfunction
endmodule
```
**./run.sh**
```bash
#!/bin/bash
# OpenROAD 26Q1-2900-gdf79404cd8, Yosys 0.63+post, stock flow scripts
make -C /OpenROAD-flow-scripts/flow DESIGN_CONFIG=/design/flow/config.mk WORK_HOME=/design/flow/orfs finish
```
==> impl_metrics.py <==
# Auto-generated metrics
metrics = {
    "outcome": {
        "outcome": "completed",
    },
    "cells_and_area": {
        "area_growth_pct": 26.2,
        "layout.cells.most_common": "clkdlybuf4s50_1",
        "mostFrequentLayoutCells": "201 x clkdlybuf4s50_1, 168 x dfrtp_1, 113 x nor2_1",
        "nFillCells": 1789,
        "drive_gt1_share_pct": 6.09,
        "utilization_pct": 64.5,
    },
    "synth": {
        "ys_area_sq_um": 11100,
        "yosysWarnings": 1,
        "ys_cells": 1299,
        "avgSynthCellArea_sq_um": 8.58,
        "ys_seq_share_pct": 37.7,
        "synthDistinctLibCells": 70,
        "syn-cell-area_sq_um": 11100,
        "synth_cells": 1299,
        "flop_cell": "dfrtp_1",
        "synth-seq-cells": 168,
        "synth-async-reset-ratio_pct": 100,
        "edf_count": 0,
    },
    "global_routing": {
        "antenna_found_initial": 0,
        "grt_pass1_vias": 10300,
        "grt_start_max_net_pins": 59,
        "grt_usage_pct": 35.2,
        "grt_first_pass_wirelength_um": 58900,
        "grt-ovfl-total": 0,
    },
    "die": {
        "design.die.area_sq_um": 22900,
        "fp_util_pct": 51.1,
        "coreArea_sq_um": 21800,
        "fp.dieW_um": 151,
        "num_rows": 54,
        "dieHeight_um": 151,
        "io_pins": 204,
    },
    "clock_tree": {
        "htreeDepth": 4,
        "cts_tree": "built",
        "cts_hold_buf": 0,
        "post_cts_resized": 0,
        "clockRootBuffer": "clkbuf_16",
        "clkTransAtPathRegs_ns": 0.07,
        "clock-sinks": 168,
        "cts_buffers": 17,
        "post_cts_buffers": 0,
        "cts_max_path_buffers": 2,
        "insertion_delay_ns": 0.43,
    },
    "timing": {
        "period_used_pct": 62.1,
        "fin_hold_ws_ns": 0.505,
        "tightest_slew_ns": 0.945,
        "fin_skew_ns": 0.0128,
        "finalSetupViolCount": 0,
        "timing.setup.tns_ns": 0,
        "rsz0062_at_grt": "false",
        "drv_slew": 0,
        "hold_violations": 0,
        "min_period_ns": 8.45,
        "max_freq_mhz": 118,
        "slew_headroom_pct": 36.2,
    },
    "flow_run": {
        "maxCapViolCount": 0,
        "warnings": 28,
    },
    "drt": {
        "post_drt_wl_per_cell_um": 21.6,
        "drtAntennaViolNets": 0,
        "finalWirelength_um": 37900,
        "drc_errors": 0,
        "drt_iter0_markers": 868,
        "first_pass_iters": 10,
        "vias": 11100,
        "n_antenna_cell": 0,
        "via_per_inst": 6.30,
    },
    "power_and_ir_drop": {
        "power.density_nw_per_um2": 88.9,
        "p_leak_nw": 5.40,
        "peakVddDrop_mv": 0.0804,
    },
    "place": {
        "place_congestion": 0.953,
        "port_buffers": 202,
        "hpwl_um": 28500,
    },
    "worst_hold_path": {
        "hp-class": "register to register",
    },
    "worst_setup_path": {
        "path_class": "input pin to output pin",
        "crit_path_end_kind": "output pin",
        "start_kind": "input pin",
        "cp_max_fo": 32,
        "cp.arrival_ns": 5.73,
        "crit_required_ns": 10.88,
    },
}
worst max-delay path: stages:
cell and delay (ns):
clkdlybuf4s50_1 0.53, nor4_1 0.53, nand4_1 0.31, nor4_1 0.29, or4_1 0.18, o22ai_2 0.06, buf_4 0.25, a31oi_1 0.30
clkdlybuf4s50_1 0.55
stage by stage:
stage	area, sq um	std cells	power (mW)	setup WS [ns]
2_1_floorplan	11100	1299	0.642	6.33
3_3_place_gp	13400	1727	0.740	5.20
3_5_place_dp	13400	1727	0.741	5.17
4_1_cts	14100	1759	1.26	5.16
5_1_grt	14100	1759	1.30	4.88
6_report	14100	1759	1.25	5.15
final cells by class:
class / instances / area [sq um] / share of cell area, %
inverter: 41 / 159 / 1.13
clock inverter: 15 / 205 / 1.46
multi-input combinational: 1014 / 6540 / 46.5
clock buffer: 17 / 425 / 3.02
tap: 280 / 350 / 2.49
timing repair buffer: 224 / 2180 / 15.5
sequential: 168 / 4200 / 29.9
layer usage:
layer	track usage, %	up-vias	share of wire, %
li1	-	5198	-
met1	51.5	5324	42
met2	53.0	497	46
met3	8.94	61	8.7
met4	9.85	0	3.2
met5	0	-	0
cells in the mapped netlist, types with 3 or more instances:
cell type,instances,area [sq um]
a22oi_1,44,330
dfrtp_1,168,4200
or4_1,12,90.1
a22o_1,10,87.6
nor4b_1,4,35.0
and2_1,35,219
xnor2_1,106,928
nand3_1,54,270
o211ai_1,4,30.0
mux2_2,8,90.1
a21oi_1,87,435
nor3b_1,4,30.0
inv_1,41,154
a221oi_1,5,43.8
nor2_1,116,435
ha_1,4,50.1
and4_1,16,140
nor3_1,36,180
nor4_1,54,338
nand2b_1,6,37.5
clkbuf_1,71,267
or3_1,11,68.8
o21ai_0,59,295
nand2_1,91,342
xor2_1,33,289
o31ai_1,7,52.6
nand4_1,46,288
and3_1,12,75.1
or2_2,6,37.5
nor4_2,3,37.5
o22a_1,3,26.3
mux2i_1,23,230
o21ai_1,11,55.1
a2bb2oi_1,13,114
a222oi_1,36,360
buf_1,4,15.0
a31oi_1,15,93.8
nor2b_1,5,31.3
registers in the layout, indices dropped and copies added (netlist names):
| register | cells |
|---|---|
| mepc_r | 32 |
| csr_cycle | 64 |
| csr_inst | 64 |
| mie_r | 4 |
| mstatus_r | 4 |
worst paths after layout:
kind                                          from                       end  slack, ns  cells after the start
max in group asynchronous                      rst    mepc_r[29]$_DFFE_PP0P_       9.71                      3
setup / recovery                          inst[26]               csr_data[7]       5.15                      9
hold reg to reg            csr_cycle[63]$_DFF_PP0_   csr_cycle[63]$_DFF_PP0_       0.51                      1
setup reg to reg           csr_inst[8]$_DFFE_PP0P_  csr_inst[60]$_DFFE_PP0P_      10.48                      6
min in group asynchronous                      rst   csr_cycle[22]$_DFF_PP0_       2.72                      2
hold / removal             csr_cycle[63]$_DFF_PP0_   csr_cycle[63]$_DFF_PP0_       0.51                      1
cell families (layout without fill, tap and decap cells):
group	Yosys count	in the layout	share of synthesized area (%)
and+or+nand+nor	522	522	24.9
AOI/OAI and AO/OA	318	318	19.2
adders and majority gates	4	4	0.449
xor gates and xnor gates	139	139	10.9
DFF	168	168	37.7
buffers and inverters	117	297	3.95
muxes	31	31	2.87
power by group:
group / internal, mW / total [mW] / switching (mW) / leakage, nW
clock: 0.283 / 0.515 / 0.232 / 0.308
combinational: 0.0902 / 0.179 / 0.0890 / 2.84
sequential: 0.522 / 0.556 / 0.0341 / 2.25
No activity file was given, so power comes from the tool's default toggle rates.
