### flow/run.sh
#!/bin/bash
# OpenROAD 26Q1-2900-gdf79404cd8, Yosys 0.63+post, stock flow scripts
make -C /OpenROAD-flow-scripts/flow DESIGN_CONFIG=/design/flow/config.mk WORK_HOME=/design/flow/orfs finish
### flow/config.mk
export PLATFORM = sky130hd
export DESIGN_NAME = MEM_CYCLE
export DESIGN_NICKNAME = MEM_CYCLE
export VERILOG_FILES = /design/flow/design.v
export SDC_FILE = /design/flow/constraint.sdc
export NUM_CORES = 4
export LEC_CHECK = 1
export CORE_AREA = 10 10 337 337
export DIE_AREA = 0 0 347 347
### flow/constraint.sdc
current_design MEM_CYCLE

set clk_period 5.0
set clk_io_pct 0.2

create_clock -name clk0 -period $clk_period [get_ports {clk}]

set non_clock_inputs [all_inputs -no_clocks]
set_input_delay [expr $clk_period * $clk_io_pct] -clock clk0 $non_clock_inputs
set_output_delay [expr $clk_period * $clk_io_pct] -clock clk0 [all_outputs]
### flow/design.v
module S_Src(MEM_write_M, MEM_writetype, sdata_M, FP_sdata_M, writeMEM_place, DM_BWEB, DM_DI);
input logic MEM_write_M;
input logic [2:0] MEM_writetype;
input logic [31:0] sdata_M, FP_sdata_M;
input logic [1:0] writeMEM_place;
output logic [31:0] DM_BWEB;
output logic [31:0] DM_DI;
always_comb
begin
    if(MEM_write_M)begin
        case(MEM_writetype)
        3'b000 : begin                                                       
                DM_BWEB = 32'h0000_0000;
                DM_DI = sdata_M;
                end
		3'b001 : begin                                                       
                case (writeMEM_place)
                2'b00 : begin
                       DM_BWEB = 32'hffff_ff00;
                       DM_DI = {{24'hffff_ff},sdata_M[7:0]};
                       end
                2'b01 : begin
                       DM_BWEB = 32'hffff_00ff;
                       DM_DI = {{16'h0000},sdata_M[7:0],{8'h00}};
                       end
                2'b10 : begin
                       DM_BWEB = 32'hff00_ffff;
                       DM_DI = {{8'h00},sdata_M[7:0],{16'h0000}};
                       end
                2'b11 : begin
                       DM_BWEB = 32'h00ff_ffff;
                       DM_DI = {sdata_M[7:0],{24'h0000_00}};
                       end
                endcase
                end
	    3'b010 : begin                                                       
                case (writeMEM_place)
                2'b00 : begin
                       DM_BWEB = 32'hffff_0000;
                       DM_DI = {{16'hffff},sdata_M[15:0]};
                       end
                2'b01 : begin
                       DM_BWEB = 32'hff00_00ff;
                       DM_DI = {{8'h00},sdata_M[15:0],{8'h00}};
                       end
                2'b10 : begin
                       DM_BWEB = 32'h0000_ffff;
                       DM_DI = {sdata_M[15:0],{16'h0000}};
                       end  
				default: begin
               DM_BWEB = 32'hffff_ffff;
               DM_DI = 32'b0;
               end 
                endcase
                end
        3'b011 : begin                                                    
               DM_BWEB = 32'h0000_0000;
               DM_DI = FP_sdata_M;
               end
        default : begin
               DM_BWEB = 32'hffff_ffff;
               DM_DI = 32'b0;
               end
        endcase
        end
    else begin
    DM_BWEB = 32'hffff_ffff;
    DM_DI = 32'b0;
    end
end
endmodule
module L_Src(MEM_read_M, MEM_readtype_M, DM_DO, MEM_data_M);
input logic MEM_read_M;
input logic [2:0] MEM_readtype_M;
input logic [31:0] DM_DO;
output logic [31:0] MEM_data_M;
always_comb
begin
    if (MEM_read_M) begin
        case (MEM_readtype_M)
        3'b000 : MEM_data_M = DM_DO;                                     
		3'b001 : MEM_data_M = {{24{DM_DO[7]}},DM_DO[7:0]};                  
		3'b010 : MEM_data_M = {{16{DM_DO[15]}},DM_DO[15:0]};                
		3'b011 : MEM_data_M = {24'h0000_00,DM_DO[7:0]};                   
		3'b100 : MEM_data_M = {16'h0000,DM_DO[15:0]};                      
        3'b101 : MEM_data_M = DM_DO;             
        default: MEM_data_M = 32'b0;
        endcase
   end
   else begin
   MEM_data_M = 32'b0;
   end
end
endmodule
module MEM_CYCLE(clk, rst, pc_plus_M, ALU_result_M, FPU_result_M, pc_BRA_M, imm_ext_M, rd_M, frd_M, MEM_read_Src_M, MEM_write_Src_M, RF_write_M, FPRF_write_M, WB_Src_M, MEM_read_M, MEM_write_M,
CSR_Src_M, CSR_ins_M, MEM_data_Src_M, sdata_M, FP_sdata_M, DM_DO, AXI_stall,
pc_plus_W, ALU_result_W, FPU_result_W, pc_BRA_W, imm_ext_W, rd_W, frd_W, MEM_read_Src_W, RF_write_W, FPRF_write_W, WB_Src_W, MEM_read_W,
CSR_Src_W, CSR_ins_W, DM_BWEB, DM_DI, load_data, MEM_back, MEM_back_W, rvalid_out1);
input logic clk;
input logic rst;
input logic [31:0] pc_plus_M;
input logic [31:0] ALU_result_M;
input logic [31:0] FPU_result_M; 
input logic [31:0] pc_BRA_M;
input logic [31:0] imm_ext_M;
input logic [4:0]	 rd_M;
input logic [4:0]	 frd_M; 
input logic [2:0]  MEM_read_Src_M;
input logic 		 RF_write_M;
input logic 		 FPRF_write_M; 
input logic [2:0]  WB_Src_M;
input logic 		 MEM_read_M;
input logic [1:0]  CSR_Src_M;
input logic [31:0] CSR_ins_M;	 
input logic        MEM_write_M;
input logic [2:0]  MEM_write_Src_M;
input logic [2:0]  MEM_data_Src_M;
input logic [31:0] sdata_M;
input logic [31:0] FP_sdata_M;
input logic [31:0] DM_DO;
input logic AXI_stall;
output logic [31:0] pc_plus_W;
output logic [31:0] ALU_result_W;
output logic [31:0] FPU_result_W; 
output logic [31:0] pc_BRA_W;
output logic [31:0] imm_ext_W; 
output logic [4:0]  rd_W;
output logic [4:0]  frd_W; 
output logic		RF_write_W;
output logic		FPRF_write_W; 
output logic [2:0]  WB_Src_W;
output logic [2:0]  MEM_read_Src_W;
output logic 		MEM_read_W;
output logic [1:0]  CSR_Src_W;
output logic [31:0] CSR_ins_W;
output logic [31:0] DM_BWEB;
output logic [31:0] DM_DI;
output logic [31:0] load_data;
output logic [31:0] MEM_back, MEM_back_W;
input logic rvalid_out1;		 
always_comb 
begin
    case(MEM_data_Src_M)   
        3'b000:  MEM_back = ALU_result_M;           
        3'b001:  MEM_back = pc_plus_M;                  
        3'b010:  MEM_back = pc_BRA_M;           
        3'b011:  MEM_back = imm_ext_M;
		3'b100:  MEM_back = CSR_ins_M;
        3'b101:  MEM_back = FPU_result_M;    
        default: MEM_back = 32'b0;
    endcase
end
S_Src S_Src(
.MEM_write_M(MEM_write_M), 
.MEM_writetype(MEM_write_Src_M), 
.sdata_M(sdata_M), 
.FP_sdata_M(FP_sdata_M),
.writeMEM_place(ALU_result_M[1:0]), 
.DM_BWEB(DM_BWEB), 
.DM_DI(DM_DI)
);
logic [31:0] load_data_M;
L_Src L_Src(
.MEM_read_M(MEM_read_M), 
.MEM_readtype_M(MEM_read_Src_M), 
.DM_DO(DM_DO), 
.MEM_data_M(load_data_M)
);    
always_ff@(posedge clk or posedge rst) 
begin
	if(rst) begin 
	pc_plus_W 	        <= 32'b0;
	ALU_result_W 	        <= 32'b0;
	FPU_result_W 	        <= 32'b0; 
	pc_BRA_W	        <= 32'b0;
	imm_ext_W		        <= 32'b0;
	rd_W		        <= 5'b0;
	frd_W		        <= 5'b0; 
	RF_write_W	        <= 1'b0;
	FPRF_write_W	    <= 1'b0;
	WB_Src_W          <= 3'b0;
	MEM_read_Src_W      <= 3'b0;
	MEM_read_W   	    <= 1'b0;
	CSR_Src_W	        <= 2'b00;
	CSR_ins_W      <= 32'b0;
	MEM_back_W		<= 32'b0;
	end
	else if (!AXI_stall) begin 
	pc_plus_W 	     <= pc_plus_M;
	ALU_result_W      <= ALU_result_M;
	FPU_result_W      <= FPU_result_M; 
	pc_BRA_W	      <= pc_BRA_M;
	imm_ext_W      <= imm_ext_M;
	rd_W	      <= rd_M;
	frd_W	      <= frd_M; 
	RF_write_W	     <= RF_write_M;
	FPRF_write_W    <= FPRF_write_M;
	WB_Src_W       <=  WB_Src_M;
	MEM_read_Src_W     <= MEM_read_Src_M;
	MEM_read_W     <= MEM_read_M;
	CSR_Src_W	    <= CSR_Src_M;
	CSR_ins_W      <= CSR_ins_M;
	MEM_back_W		<= MEM_back;
	end
end
logic [31:0] load_data_r;		 
always_ff @(posedge clk or posedge rst)
begin
	if(rst) begin
		load_data_r <= 32'b0;
		load_data <= 32'b0;
	end	
	else begin
		if (AXI_stall) begin
			if (rvalid_out1) begin
			load_data_r <= load_data_M;
			load_data <= load_data;
			end
			else begin
			load_data_r <= load_data_r;
			load_data <= load_data;
			end
		end
		else begin
			load_data_r <= load_data_r;		
			load_data <= load_data_r;
		end
	end			
end			
endmodule
==> flow_summary.yaml <==
# implementation run metrics
timing:
  timing.final.crit_share_pct: 92.1
  drv_slew: 0
  relSlewSlack_pct: 35.1
  fmax_mhz: 217
  timing_hold_violations_final: 0
  setup_viol_count_final: 0
  rsz0062_at_grt: "false"
  tns_ns: 0
  period_needed_ns: 4.61
  fin_worst_skew_ns: 0.0153
  worst_pin_slew_ns: 0.972
floorplan:
  fp-utilization_pct: 13.7
  dieArea_um2: 120000
  num_io_pins: 693
  core-area_um2: 106000
  rows: 119
  die_x_um: 347
  die_h_um: 347
pwr:
  irDropWorstVdd_v: 0.000260
  pwr-share-clk_pct: 40.5
  p_switching_mw: 1.96
  p_per_area_nw_per_um2: 311
  sequentialPowerShare_pct: 38.2
  p_int_mw: 5.59
  combinationalPowerShare_pct: 21.3
  total_power_mw: 7.56
  p_leak_nw: 9.55
  switching_share_pct: 26.0
synthesis:
  syn_avg_cell_area_um2: 12.6
  syn_area_um2: 14500
  synth_flops: 309
  top_cell_area_share_pct: 53.4
  synthCells: 1147
  synth_cell_types: 46
  yosysWarnings: 3
  flop_cell: "dfrtp_1"
  yosysTopAreaCell: "dfrtp_1"
  synth_chip_area_um2: 14500
  ys_seq_share_pct: 53.4
  yosys-top-cells-area: "dfrtp_1, mux2_2, a22oi_1, a21oi_1, buf_4"
  synthArstFlopShare_pct: 100
  edf_count: 0
  ys_cells: 1147
grt:
  grt_util_all_layers_pct: 12.2
  grt_max_degree: 100
  antenna_found_initial: 18
  grt_pass1_vias: 13200
  grt_pass1_wl_mm: 105
  grt.overflow.total: 0
final_layout:
  seqCellArea_um2: 7730
  area_delta_synth_final_pct: 68.1
  final_cell_mix: "clkdlybuf4s50_1, dfrtp_1, mux2_2"
  layout-drive-gt1-share_pct: 23.2
  final_cell_count_no_fill: 3246
  combGateArea_um2: 6080
  mostFrequentLayoutCell: "clkdlybuf4s50_1"
  final_area_um2: 24300
  fillerInstances: 11200
  fin_util_pct: 23.0
critical_path:
  slowest_stage: "clkdlybuf4s50_1"
  reg2reg_setup_slack_ns: 4.16
  startpoint_type: "input pin"
  crit_type: "in2out"
  critPathMaxFanout: 13
  cp_slowest_stage_delay_ns: 0.57
  crit_chain: "clkdlybuf4s50_1 -> inv_1 -> ha_1 -> nand3b_1 -> a21o_1 -> a21oi_1 -> clkdlybuf4s50_1"
  critical_path_arrival_ns: 3.61
  path_common_cell: "clkdlybuf4s50_1"
  crit_required_ns: 4.00
  cp-end-kind: "primary output"
placed_design:
  place_area_um2: 22900
  io_buffers: 692
  dpl.hpwl_mm: 60.4
  gp_congestion: 0.872
  place_inst: 3161
job:
  warning_count: 33
  cap_violations: 0
detailed_routing:
  drc: 0
  routed-wl-met2_mm: 33.7
  viasPerCell: 3.83
  met3_length_mm: 9.74
  drt_first_pass_iters: 5
  top_layer_used: "met5"
  drt-met1-wl_mm: 30.2
  wl_mm: 75.4
  wire_per_inst_um: 23.2
  first_iter_violations: 598
  ant_nets: 0
  vias: 12400
clock_network:
  clockBufferDepth: 3
  postCtsHoldBufs: 0
  clkLatencyLatePin_ns: 0.59
  cts.repair.resized: 0
  cts_buffers: 41
  clkTransAtPathRegs_ns: 0.05
  htree_levels: 2
  postCtsSetupRepairBufs: 0
  clock-sinks: 309
  cts-root-buf: "clkbuf_16"
  cts_tree: "yes"
hold_path:
  hold_path_class: "reg2reg"
run_status:
  status: "completed"
critical path, delay by kind of cell:
family,cells,cell delay [ns]
buffers and inverters,3,1.28
AND-OR/OR-AND,2,0.44
AND/OR/NAND/NOR,1,0.40
adder cells (fa/ha/maj),1,0.48
registers in the layout (all words and copies together) (netlist names), 2 cells and up:
name and cells:
CSR_Src_W 2, frd_W 5, CSR_ins_W 32, rd_W 5, pc_BRA_W 32, load_data 32, WB_Src_W 3, FPU_result_W 32
MEM_read_Src_W 3, ALU_result_W 32, imm_ext_W 32, pc_plus_W 32, MEM_back_W 32, load_data_r 32
layout make-up:
cell class | instances | area share (%)
well taps | 1391 | 7.15
flip-flops and latches | 309 | 31.8
repair buffers | 740 | 30.1
clock buffers | 61 | 4.93
inverters | 11 | 0.185
multi-input cells | 710 | 25.0
diodes | 10 | 0.103
clock inverters | 14 | 0.751
cells in the mapped netlist, drive strengths merged (4+ instances only):
master,instances
a22oi,68
o32ai,10
mux2,301
o221ai,15
nor2,22
nand3,12
mux2i,24
nand2b,4
dfrtp,309
nand2,53
clkbuf,31
inv,11
a21o,17
a221oi,8
o21a,11
a21oi,56
o21ai,42
ha,8
a22o,8
buf,86
a221o,10
o22ai,12
nor2b,8
per-layer routing:
metal	global-route usage, %	up-vias
li1	-	5558
met5	0	-
met2	18.8	622
met4	2.42	14
met3	6.58	82
met1	15.1	6163
worst paths after layout:
kind	from	end	cells after the start
max in group asynchronous	rst	WB_Src_W[1]	3
worst max-delay path	ALU_result_M[1]	DM_DI[10]	7
worst max register to register	load_data_r[6]	load_data[6]	1
worst min register to register	load_data_r[24]	load_data_r[24]	2
min in group asynchronous	rst	CSR_ins_W[12]	2
worst min-delay path	load_data_r[24]	load_data_r[24]	2
power by group through the flow:
stage / Sequential (mW) / Clock, mW / Combinational, mW
6_report: 2.89 / 3.06 / 1.61
5_1_grt: 2.92 / 3.28 / 1.74
4_1_cts: 2.89 / 3.20 / 1.65
per-stage QoR:
stage | worst slack (ns) | hold slack [ns]
floorplan | -0.113 | 0.426
global placement | 0.308 | 0.457
detailed placement | 0.428 | 0.467
CTS | 0.404 | 0.480
global route | 0.262 | 0.494
finish | 0.394 | 0.470
logic make-up after synthesis:
group	count (synthesis)	share of synthesized area [%]
compound gates	261	12.3
xor+xnor	1	0.0605
fa+ha+maj	8	0.691
buf+inv	128	4.75
flops	309	53.4
mux	325	25.1
simple gates	115	3.78
No activity file was given, so power comes from the tool's default toggle rates.
