$ cat config.mk
export PLATFORM = sky130hd
export DESIGN_NAME = RegFile_Int
export DESIGN_NICKNAME = RegFile_Int
export VERILOG_FILES = /design/flow/design.v
export SDC_FILE = /design/flow/constraint.sdc
export NUM_CORES = 4
export LEC_CHECK = 1
export CORE_UTILIZATION = 30
$ cat constraint.sdc
current_design RegFile_Int

set clk_period 11.1
set clk_io_pct 0.2

create_clock -name clk0 -period $clk_period [get_ports {clk}]

set non_clock_inputs [all_inputs -no_clocks]
set_input_delay [expr $clk_period * $clk_io_pct] -clock clk0 $non_clock_inputs
set_output_delay [expr $clk_period * $clk_io_pct] -clock clk0 [all_outputs]
$ cat design.v
module RegFile_Int (
    input clk,
    input rst,
    input wb_en_int,
    input [31:0] wb_data,
    input [4:0] rd_index,
    input [4:0] rs1_index,
    input [4:0] rs2_index,
    output logic [31:0] rs1_int_data_out,
    output logic [31:0] rs2_int_data_out,
    input stall_CPU
);
    integer i;
    reg [31:0] Int_registers [0:31];  
    assign rs1_int_data_out = Int_registers[rs1_index];
    assign rs2_int_data_out = Int_registers[rs2_index];
    always_ff @(posedge clk or posedge rst ) begin : Int_RegisterFile
        if (rst) begin
            for (i = 0; i < 32; i = i + 1) begin
                Int_registers[i] <= 32'h0;
            end
        end 
        else if (stall_CPU) begin
            Int_registers[rd_index] <= Int_registers[rd_index];
        end
        else if (wb_en_int && rd_index != 5'd0) begin
            Int_registers[rd_index] <= wb_data;
        end
    end
endmodule
$ cat run.sh
#!/bin/bash
# OpenROAD 26Q1-2900-gdf79404cd8, Yosys 0.63+post, stock flow scripts
make -C /OpenROAD-flow-scripts/flow DESIGN_CONFIG=/design/flow/config.mk WORK_HOME=/design/flow/orfs finish
==> deck_impl_summary.md <==
Key Metrics from the Run

Worst setup path
  • Critical register-to-register path endpoint: Int_registers[31][9]
  • Crit path arrival time: 7.11 ns
  • Required time at the worst-slack endpoint: 8.88 ns
  • Worst setup path start: rs2_index[0]
  • Count of cells along the worst register-to-register path: 6
  • Crit Path Category: input pin to primary output
  • Kind of start point of the critical path: input pin
  • Setup crit end: rs2_int_data_out[2]
  • Critical path capture point type: primary output
  • Worst r2r src: Int_registers[15][9]
  • Max FO, Critical Path: 28
  • R2R Setup Slk: 8.06 ns

Yosys
  • Proportion of synthesized flip-flops having asynchronous set or reset: 1.00
  • Sequential area share after synthesis: 0.423
  • Post-synth top cells: nor2_1, dfrtp_1, a22oi_1
  • Count of flip-flops with a built-in enable after synthesis: 0
  • Post-Synthesis Cell Area: 60600 sq um
  • Dominant synthesized flop cell: dfrtp_1
  • Post-synthesis cell type count: 97
  • Post-synthesis sequential element count: 1024
  • Dominant cell by count in the synthesized netlist: nor2_1
  • YS chip area: 60600 sq um
  • Cells taking the most area after synthesis: dfrtp_1, a22oi_1, a31oi_1
  • Gate count of the mapped netlist: 7048
  • Area share of the leading cell type in the synthesized netlist: 0.423
  • Synth warn: 2
  • Synthesized area per cell: 8.60 sq um
  • Yosys stat cell total: 7048
  • Most area-hungry cell type in the Yosys netlist: dfrtp_1

Layout
  • Area occupied by multi-input gates: 31800 sq um
  • Number of flip-flops in the largest register: 1024
  • Fill cell total of the finished layout: 20400
  • Final core utilization: 0.348
  • Layout cell share with drive strength beyond 1: 0.124
  • Registers with the most flip-flops: Int_registers: 1024 flops
  • Sequential cell area: 25600 sq um
  • Area overhead of the layout relative to synthesis: 14.9%
  • Register with the most flip-flops: Int_registers

STA
  • Count of final max-slew check failures: 0
  • Clock Skew: 0.0351 ns
  • Final setup viols: 0
  • Transition time at the pin with the least slew margin: 1.42 ns
  • Max Freq: 0.107 GHz
  • Setup TNS Final: 0 ns
  • Setup repair after global routing missed its margin: false
  • Final hold violation count: 0
  • Max transition margin: 0.0530
  • Final clock period utilization by the worst path: 0.840
  • Time the final worst path needs with I/O delays and setup: 9.33 ns

Clock tree
  • Number of hold-repair buffers added at the cts stage: 0
  • Number of buffers on the longest clock path: 3
  • Clock Pin Slew Worst Setup and Hold Paths: 0.05 ns
  • Clock tree from TritonCTS: yes
  • Worst-Skew Late Latency: 0.85 ns
  • Clk sinks: 1024
  • Clock buffers created by TritonCTS: 131
  • Buffer count from post-CTS setup fixing: 0
  • CTS HTree Levels: 4
  • CTS resizes: 0
  • Clk root buf: clkbuf_16

Placement
  • Number of I/O port buffers: 114
  • Half-perimeter wire length after detailed placement: 292 mm
  • Gpl congestion: 1.07

Global routing
  • First-pass GRT wire length: 617 mm
  • Maximum number of pins on one net before global-route repair: 122
  • Global route overflow: 0
  • Vias in the first global route: 65400
  • Antenna violations before repair: 48
  • Global-route usage over all layers: 0.463

Pwr
  • Sw Share: 0.387
  • Fraction of power consumed by combinational cells: 0.196
  • Cell-internal power: 8.56 mW
  • Power Density: 200 nW/um^2
  • Total chip power: 14.0 mW
  • Maximum vdd drop: 0.000178 V
  • Share of power burned in the clock network: 0.339
  • Sequential power share: 0.465
  • Net Switching: 5.40 mW
  • Leakage power summed over all cells: 28.0 nW

Floorplan
  • # IOs: 115
  • Rows: 164
  • Horizontal die dimension: 452 microns
  • Initial Util: 0.303
  • Core Region: 200000 sq um
  • Full die area: 204000 sq um
  • Chip height: 452 microns

Detailed routing
  • Count of antenna-violating nets left after detailed routing: 0
  • Post-DR vias/cell: 7.24
  • Routed Wire Length: 466 mm
  • Via Count: 69900
  • Routed length per placed instance: 48.3 microns
  • DRC violations left: 0
  • Number of iterations in the first detailed-routing pass: 12
  • Violation count after the first detailed-routing iteration: 10600

Run
  • Max_cap viols: 0
  • Tool warnings: 36

Run status
  • Result of the run: finished clean

Hold path
  • Tightest Hold Check Type: flip-flop to flip-flop
==> placed cells by master, fill, tap and decap left out, types with 16 or more instances in the layout <==
| cell | netlist | layout |
|---|---|---|
| o21ai_0 | 208 | 208 |
| clkinv_2 | 0 | 20 |
| nand3_1 | 380 | 377 |
| clkbuf_16 | 0 | 138 |
| bufinv_16 | 0 | 18 |
| a22oi_1 | 916 | 916 |
| nand2_1 | 459 | 457 |
| and3_1 | 225 | 223 |
| a2111oi_0 | 57 | 57 |
| nand4_1 | 208 | 208 |
| mux2i_1 | 23 | 23 |
| nor3_1 | 92 | 69 |
| diode_2 | 0 | 35 |
| o221ai_4 | 24 | 24 |
| a31oi_1 | 788 | 788 |
| mux2_2 | 23 | 23 |
| a222oi_1 | 36 | 36 |
| nand3b_1 | 58 | 58 |
| buf_4 | 14 | 373 |
| a21oi_1 | 206 | 206 |
| o31ai_1 | 27 | 27 |
| nor4_1 | 49 | 47 |
| a22o_1 | 33 | 33 |
| clkinvlp_4 | 0 | 16 |
| a221oi_1 | 29 | 29 |
| a32oi_1 | 17 | 17 |
| dfrtp_1 | 1024 | 1024 |
| nor2_4 | 0 | 68 |
| nor3_2 | 5 | 25 |
| clkdlybuf4s50_1 | 0 | 105 |
| nor2_1 | 1054 | 987 |
==> layout make-up <==
type | instances | area share
sequential | 1024 | 0.368
multi-input combinational | 5201 | 0.456
clock buffer | 165 | 0.0532
antenna | 35 | 0.00126
clock inverter | 72 | 0.0140
timing repair buffer | 496 | 0.0597
inverter | 12 | 0.000718
tap | 2656 | 0.0477
==> how the worst min path moves through the flow <==
stage | cells past startpoint | from | endpoint
CTS | 0 | Int_registers[0][8] | Int_registers[0][8]
global route | 0 | Int_registers[0][8] | Int_registers[0][8]
finish | 0 | Int_registers[0][8] | Int_registers[0][8]
==> logic make-up (layout without fill, tap and decap cells) <==
logic type      Yosys count  in the layout  share of synthesized area
simple gates           2670           2670                      0.210
compound gates         2474           2474                      0.291
flops                  1024           1024                      0.423
buf+inv                 823            745                     0.0668
mux                      57             57                     0.0104
other cells               0             35                          0
==> per-layer routing <==
metal | vias up | wire (microns) | track usage | share of wire
met4 | 64 | 41100 | 0.315 | 0.088
li1 | 26700 | - | - | -
met2 | 6558 | 181000 | 0.596 | 0.39
met5 | - | 1130 | 0.0371 | 0.0024
met3 | 2075 | 74500 | 0.267 | 0.16
met1 | 34500 | 169000 | 0.578 | 0.36
==> worst max-delay path: stages <==
cell and delay, ns:
clkdlybuf4s50_1 0.46, buf_4 0.37, nand2b_1 0.64, nor2_4 1.04, buf_4 0.79, a22oi_1 0.14
nand4_1 0.17, nor3_1 0.08, a21oi_1 0.53, clkdlybuf4s50_1 0.59
==> power groups by stage <==
stage                 Sequential [mW]  Clock (mW)  Combinational [mW]
after CTS                        6.35        4.76                2.65
after global routing             6.49        4.89                2.94
final                            6.49        4.74                2.74
==> metrics by stage <==
step           instances  area, sq um  setup WS, ns  hold slack (ns)
6_report            9661        69700          1.77            0.443
3_5_place_dp        9389        64900          2.08            0.425
2_1_floorplan       7048        60600         -5.23            0.452
5_1_grt             9639        69600          1.98            0.447
3_3_place_gp        9389        64900          2.10            0.421
4_1_cts             9626        69600          2.08            0.439
Power is estimated from default activity; no workload was simulated.
